File: design/flow/constraint.sdc
current_design pcie_endpoint

set clk_period 1.2
set clk_io_pct 0.2

create_clock -name clk0 -period $clk_period [get_ports {clk}]

set non_clock_inputs [all_inputs -no_clocks]
set_input_delay [expr $clk_period * $clk_io_pct] -clock clk0 $non_clock_inputs
set_output_delay [expr $clk_period * $clk_io_pct] -clock clk0 [all_outputs]
File: design/flow/config.mk
export PLATFORM = sky130hd
export DESIGN_NAME = pcie_endpoint
export DESIGN_NICKNAME = pcie_endpoint
export VERILOG_FILES = /design/flow/design.v
export SDC_FILE = /design/flow/constraint.sdc
export NUM_CORES = 4
export LEC_CHECK = 1
export CORE_AREA = 10 10 92 92
export DIE_AREA = 0 0 102 102
File: design/flow/design.v
module pcie_endpoint (
    input wire clk,
    input wire reset,
    input wire [31:0] tlp_header,
    input wire tlp_valid,
    input wire tlp_completion,
    output reg [7:0] tlp_id
);
    reg [7:0] id_counter;
    reg [7:0] assigned_id;
    always @(posedge clk or posedge reset) begin
        if (reset) begin
            id_counter <= 8'd0;
            assigned_id <= 8'd0;
            tlp_id <= 8'd0;
        end else begin
            if (tlp_valid && !tlp_completion) begin
                assigned_id <= id_counter;
                tlp_id <= id_counter;
                id_counter <= id_counter + 1;
            end else if (tlp_completion) begin
                tlp_id <= 8'd0;
            end
        end
    end
endmodule
File: design/flow/run.sh
#!/bin/bash
# OpenROAD 26Q1-2900-gdf79404cd8, Yosys 0.63+post, stock flow scripts
make -C /OpenROAD-flow-scripts/flow DESIGN_CONFIG=/design/flow/config.mk WORK_HOME=/design/flow/orfs finish
==> CHANGELOG.md <==
### Implementation results

- Outcome: complete, no violations
- Area leader share: 0.581
- Crit path max-delay cell type: dfrtp_1
- WL per Instance: 9.22 um
- WL final: 1.40 mm
- DRC: 0
- Worst-path cell chain: dlygate4sd2_1
- Ratio of cells with drive above 1 in the final layout: 0.200
- Die span in x: 102 um
- Final period util: 0.943
- Async S/R FF share, synth: 1.00
- Syn Std Cell Area: 689 um2
- Slew Viols, Final: 0
- Vias: 439
- Period minus WS final: 1.13 ns
- CTS max path bufs: 2
- Sequential area share after synthesis: 0.581
- Overflow after GRT: 0
- YS chip area: 689 um2
- Slowest stage delay, CP: 0.38 ns
- Slew HR: 0.829
- Clk latency of the worst-skew pair: 0.24 ns
- Final cell count without fillers: 152
- Final worst slack: 0.0678 ns
- Final Core Density: 0.151
- Vias in the first global route: 497
- # H-tree levels: 1
- Chip Area: 10400 um2
- Tool warnings: 57
- Total power: 0.00160 W
- Cell area leaders: dfrtp_1 58%, mux2i_1 12%, xnor2_1 7.6%
- Area grow syn2layout: 41.9%
- Boundary Pins: 44
- Worst Max-Slew Pin Slew: 0.257 ns
- Max rail drop VDD: 0.910 mV
- Crit path max-delay family: flip-flops
- Via/cell ratio: 2.89
- Worst endpoint data arrival time: 0.89 ns
- Max Cap Viol: 0
- Critical path fanouts, max: 2
- Dpl cells: 146
- Clock-pin slew on the worst setup and hold paths: 0.06 ns
- First-iteration detailed-routing DRC count: 10
- Commonest cells post-synth: 16 x dfrtp_1, 8 x mux2i_1, 8 x nor2_1
- Top-count cell post-synth: dfrtp_1
- Crit start category: flip-flop
- Static leakage: 0.479 nW
- Initial antenna violation count: 0
- Area leader, netlist: dfrtp_1
- Crit path DRT: 0.96 ns
- Port Buffer Count: 11
- TritonCTS Buffers: 3
- First-pass GRT wire length: 2.48 mm
- Hold Path Class: in2async
- # hold bufs at CTS: 0
- Synth unique cells: 15
- Root buf cell: clkbuf_8
- Hold WS: 0.309 ns
- PD cells: 1630 nW/um2
- YS warnings: 1
- Reg-to-reg startpoint: id_counter[0]
- DP Wirelength: 1.12 mm
- Syn_area_per_cell: 12.8 um2
- # rows: 29
- RSZ-0062 raised after global routing: no
- Cell count in the Yosys report: 54
- Main synth FF type: dfrtp_1
- Final setup viols: 0
- Pre-Place Util: 0.107
- Total global-route track usage: 0.0296
- CTS sink count: 16
- Skew final: 0.00169 ns
- Pre-CTS WS: -0.276 ns
- Core Area: 6460 um2
- Cells after Synth: 54
- Setup crit start: tlp_id[6]
- FILL cells: 718
- CTS tree: built
- Post-route ant nets: 0
- Die Ht: 102 um
- Worst path bufs/invs: 1
- Largest net degree at the start of global routing: 17
- CP endpoint kind: primary output
- Drt pass-1 iters: 4
- Diode count: 0
- FMAX: 883 MHz
- Post-synth EDFFs: 0
- CP Class: reg2out
- Synthesis-stage register bit count: 16
- Final Hold Violating Endpoints: 0
- GPL Wtd Cong: 0.767
metal layers:
metal / global-route usage / part of all wire / vias up
met3: 0.00818 / 0.051 / 2
li1: - / - / 223
met1: 0.0419 / 0.50 / 200
met5: 0 / 0 / -
met4: 0.00759 / 0.015 / 0
met2: 0.0435 / 0.43 / 14
state kept, by name, indices dropped and copies added, names as in the netlist:
register	flops
id_counter	8
tlp_id	8
cell type report:
class	instances	area, um2	share of cell area
Inverter	1	3.75	0.00384
Clock buffer	4	55.1	0.0563
Tap cell	77	96.3	0.0985
Sequential cell	16	400	0.409
Timing Repair Buffer	20	165	0.169
Multi-Input combinational cell	34	258	0.263
final timing paths:
kind / endpoint / slack, ns / depth (start not counted)
setup reg to reg: id_counter[1] / 0.10 / 2
min in group clk0: id_counter[7] / 0.48 / 1
hold reg to reg: id_counter[7] / 0.48 / 1
setup / recovery: tlp_id[6] / 0.07 / 1
max in group asynchronous: tlp_id[0] / 0.71 / 3
hold / removal: tlp_id[4] / 0.31 / 3
where the power goes:
part	internal [W]	switching, W	total [W]
clock network	0.000290	0.000170	0.000460
registers	0.000667	0.000129	0.000797
logic	0.000206	0.000133	0.000339
total	0.00116	0.000433	0.00160
layout by cell type, fill, tap and decap left out, drive strengths merged:
cell type	n
nand4	4
nor2b	1
mux2	1
and3	1
xor2	1
dfrtp	16
buf	9
clkbuf	4
xnor2	6
nand2	2
dlygate4sd2	10
nor2	8
ha	1
inv	1
mux2i	8
and4b	1
clkdlybuf4s50	1
what timing repair did:
| action | CTS | global route |
|---|---|---|
| resized | 10 | 0 |
| buffers inserted | 2 | 0 |
| setup endpoints to repair | 12 | 0 |
metrics by stage:
step | cell area, um2 | setup TNS, ns
finish | 978 | 0
global placement | 921 | -3.07
CTS | 978 | 0
detailed placement | 921 | -2.90
global route | 978 | 0
floorplan | 689 | 0
kinds of logic after synthesis:
| kind of cell | Yosys count | share of synthesized area |
|---|---|---|
| xor+xnor | 7 | 0.0889 |
| mux | 9 | 0.132 |
| simple gates | 17 | 0.134 |
| fa+ha+maj | 1 | 0.0181 |
| flops | 16 | 0.581 |
| buf+inv | 4 | 0.0454 |
Power figures rest on the tool's default switching activity, not on a simulated workload.
